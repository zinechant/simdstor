File: /design/flow/config.mk
export PLATFORM = sky130hd
export DESIGN_NAME = crossbar
export DESIGN_NICKNAME = crossbar
export VERILOG_FILES = /design/flow/design.v
export SDC_FILE = /design/flow/constraint.sdc
export NUM_CORES = 4
export LEC_CHECK = 1
export CORE_UTILIZATION = 40
export SYNTH_HDL_FRONTEND = slang
File: /design/flow/constraint.sdc
current_design crossbar

set clk_period 6.0
set clk_io_pct 0.2

create_clock -name clk0 -period $clk_period [get_ports {clk}]

set non_clock_inputs [all_inputs -no_clocks]
set_input_delay [expr $clk_period * $clk_io_pct] -clock clk0 $non_clock_inputs
set_output_delay [expr $clk_period * $clk_io_pct] -clock clk0 [all_outputs]
File: /design/flow/design.v
module crossbar #(
    parameter DW = 16,
    parameter W = 4
) (
    input clk,
    input [DW - 1 : 0] i[1 << W],
    input [W - 1 : 0] s[1 << W],
    output [DW - 1 : 0] o[1 << W]
);
localparam N = 1 << W;
logic [DW - 1 : 0] i_r[1 << W];
logic [W - 1 : 0] s_r[1 << W];
logic [DW - 1 : 0] o_r[1 << W];
genvar j;
generate
    for (j = 0; j < (1 << W); j++) begin
        always_ff @(posedge clk) begin
            i_r[j] <= i[j];
            s_r[j] <= s[j];
            o_r[j] <= i_r[s_r[j]];
        end
        assign o[j] = o_r[j];
    end
endgenerate
endmodule
File: /design/flow/run.sh
#!/bin/bash
# OpenROAD 26Q1-2900-gdf79404cd8, Yosys 0.63+post, stock flow scripts
make -C /OpenROAD-flow-scripts/flow DESIGN_CONFIG=/design/flow/config.mk WORK_HOME=/design/flow/orfs finish
==> load_flow_metrics.sql <==
-- physical implementation figures
INSERT INTO impl_metrics (metric_group, metric, value, unit) VALUES
('outcome', 'outcome', 'completed', ''),
('cells_and_area', 'drive_gt1_share', '36.4', '%'),
('final_timing', 'grt_setup_unrepaired', 'false', ''),
('worst_setup_path', 'criticalPathCategory', 'flip-flop to output pin', ''),
('drt', 'drc', '0', ''),
('yosys', 'syn_area_per_cell', '14.4', 'sq um'),
('drt', 'dr.pass1.iters', '7', ''),
('drt', 'met2_wire_len', '94.7', 'mm'),
('clocking', 'cts_tree', 'yes', ''),
('global_route', 'global_route.usage.total', '39.5', '%'),
('clocking', 'clk_transition_reported_paths', '60', 'ps'),
('yosys', 'synthCells', '3024', ''),
('final_timing', 'share_of_the_cycle_needed_by_the_critical_path_after_routing', '49.8', '%'),
('final_timing', 'final_hold_viol_count', '0', ''),
('clocking', 'cts-buffers-inserted', '69', ''),
('final_timing', 'tightest_slew', '1130', 'ps'),
('clocking', 'clock-root-buffer', 'clkbuf_16', ''),
('yosys', 'post_syn_area', '0.0434', 'sq mm'),
('drt', 'wl_per_cell', '43.2', 'microns'),
('final_timing', 'fmax', '335', 'MHz'),
('final_timing', 'timing.final.crit_period', '2990', 'ps'),
('yosys', 'yosys_area', '0.0434', 'sq mm'),
('die', 'core.rowCount', '120', ''),
('global_route', 'grt_pass1_vias', '38500', ''),
('worst_setup_path', 'crit_required', '4800', 'ps'),
('yosys', 'synth.distinct_cells', '17', ''),
('placed_design', 'detailed_place_hpwl', '136', 'mm'),
('drt', 'ant_nets', '0', ''),
('global_route', 'grt_pass1_wl', '287', 'mm'),
('yosys', 'yosys_cells', '3024', ''),
('worst_setup_path', 'list_of_cells_traversed_by_the_critical_path', 'clkdlybuf4s50_1', ''),
('drt', 'dr_total_vias', '36600', ''),
('final_timing', 'setup-violations-final', '0', ''),
('cells_and_area', 'area.growth.synth_to_final', '19.3', '%'),
('run', 'warning_count', '25', ''),
('die', 'die.size.y', '331', 'microns'),
('worst_setup_path', 'timing.critical_path.fanout_max', '1', ''),
('die', 'initial_utilization', '40.4', '%'),
('yosys', 'synth-edff-count', '0', ''),
('pwr', 'static_leak', '18.5', 'nW'),
('drt', 'routedLengthMet1', '56.7', 'mm'),
('worst_setup_path', 'worst_setup_path_end_kind', 'output pin', ''),
('worst_setup_path', 'path_delay_family', 'buffers and inverters', ''),
('final_timing', 'finalClockSkew', '34.3', 'ps'),
('drt', '1st_iter_drt_viols', '3694', ''),
('yosys', 'flop_cell', 'dfxtp_1', ''),
('placed_design', 'port-buffer-count', '576', ''),
('min_path', 'hp-class', 'flip-flop to flip-flop', ''),
('drt', 'route.met3.wl', '34.1', 'mm'),
('yosys', 'seq_area_frac_synth', '26.6', '%'),
('yosys', 'largest_area_cell', 'mux4_2', ''),
('pwr', 'powerDensity', '244', 'mW/mm^2'),
('drt', 'topRoutingLayerUsed', 'met5', ''),
('clocking', 'cts_post_setup_buffers_inserted', '0', ''),
('worst_setup_path', 'timing.critical_path.arrival', '1790', 'ps'),
('final_timing', 'timing.slew.headroom', '24.4', '%'),
('clocking', 'postCtsResizedCells', '0', ''),
('worst_setup_path', 'crit_buf_inv', '1', ''),
('run', 'cap_viol_max_count', '0', ''),
('worst_setup_path', 'critical_path.max_stage_delay', '570', 'ps'),
('die', 'core', '0.107', 'sq mm'),
('yosys', 'ys_async_rst_share', '0', '%'),
('global_route', 'grt_max_degree', '65', ''),
('clocking', 'maximum_clock_insertion_buffer_count', '3', ''),
('final_timing', 'tns', '0', 'ps'),
('yosys', 'topCellsByArea', 'mux4_2, dfxtp_1, mux4_1, a22oi_1, clkbuf_1', ''),
('global_route', 'overflow', '0', ''),
('final_timing', 'drv_slew', '0', ''),
('yosys', 'largest_type_area_fraction', '44.9', '%'),
('drt', 'route.detailed.vias_per_inst', '7.75', ''),
('cells_and_area', 'fin_area', '0.0518', 'sq mm');
==> metal layers <==
metal  up-vias  global-route usage [%]
met4        36                    24.8
li1      13300                       -
met3      1140                    26.4
met5         -                    4.52
met1     17900                    39.9
met2      4189                    59.1
==> through the flow <==
| step | instances | util (%) | hold slack, ps | power (mW) | worst slack [ps] |
|---|---|---|---|---|---|
| 4_1_cts | 4718 | 48.2 | 776 | 12.6 | 3060 |
| 3_5_place_dp | 4595 | 45.9 | 749 | 8.02 | 3380 |
| 5_1_grt | 4721 | 48.2 | 834 | 13.0 | 3020 |
| 2_1_floorplan | 3024 | - | 697 | 6.43 | 4480 |
| 6_report | 4725 | 48.2 | 786 | 12.6 | 3010 |
| 3_3_place_gp | 4595 | 45.9 | 735 | 7.99 | 3390 |
==> report_power, final <==
group / internal (mW) / switching [mW] / total, mW / leakage [nW]
logic: 1.89 / 1.26 / 3.15 / 12.5
clock network: 2.71 / 1.86 / 4.57 / 1.20
registers: 4.19 / 0.723 / 4.91 / 4.86
total: 8.78 / 3.85 / 12.6 / 18.5
==> placed cells by master, fill, tap and decap left out <==
cell type        Yosys  routed
diode_2              0       7
mux4_1             152     152
mux4_2             866     866
dfxtp_1            576     544
dfxtp_4              0      16
buf_4               47     184
clkinv_4             0       1
clkinvlp_4           0       4
nor2b_1             32      32
nand2_1            256     256
a22oi_1            512     512
clkbuf_1           387       4
dfxtp_2              0      16
inv_6                0      11
inv_8                0       2
bufinv_16            0       9
clkbuf_8             0       8
clkinv_2             0      10
mux4_4               6       6
and2_1              16      16
clkdlybuf4s50_1      0     576
clkinv_8             0       2
clkbuf_16            0      72
nor2_1              16      16
==> kinds of logic after synthesis <==
| family | after synthesis | synth area share, % |
|---|---|---|
| compound gates | 512 | 8.86 |
| buf+inv | 592 | 7.04 |
| flops | 576 | 26.6 |
| mux | 1024 | 54.5 |
| simple gates | 320 | 3.04 |
==> sequential cells by signal, summed over array words and instances, names as in the netlist <==
register  flops
s_r          64
i_r         256
o_r         256
==> final timing paths <==
path	start	end	slack, ps	cells after the start
max	o_r[12][12]$_DFF_P_	o[60]	3010	1
max reg2reg	s_r[2][0]$_DFF_P_	o_r[8][6]$_DFF_P_	3350	4
min	s_r[0][13]$_DFF_P_	o_r[3][3]$_DFF_P_	790	3
min reg2reg	s_r[0][13]$_DFF_P_	o_r[3][3]$_DFF_P_	790	3
==> layout make-up <==
type,instances,area (sq um)
flip-flops and latches,576,11600
clock inverters,39,510
multi-input cells,1856,28800
fillers,8785,55600
clock buffers,84,1930
repair buffers,760,7150
diodes,7,17.5
well taps,1403,1760
Power figures rest on the tool's default switching activity, not on a simulated workload.
