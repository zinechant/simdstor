[/design/flow/design.v]
typedef logic[7:0] byte_t;
localparam BYTES_WIDTH = 8;
localparam OOPT_W = 2;
localparam OOPT = 1 << OOPT_W;
localparam BN = 4;
localparam logic [BYTES_WIDTH - 1 : 0] BW[BN] = {2, 3, 4, 6};
localparam logic [BYTES_WIDTH - 1 : 0] BS[BN] = {4, 8, 16, 64};
localparam BYTES = 1 << BYTES_WIDTH;
localparam HALFBYTES = BYTES >> 1;
localparam IBYTES = HALFBYTES;
module streambuffer (
    input clk,
    input rst,
    input logic ivalid,
    input byte_t idata[IBYTES],
    output logic iready,
    output logic ovalid[OOPT],
    input logic oready[OOPT],
    output byte_t odata[64]
);
logic shift;
logic [OOPT_W - 1 : 0] bid;
logic ovalid_r[OOPT];
byte_t data_r[BYTES], data_n[BYTES];
logic [BYTES_WIDTH:0] num_r, num_n;
byte_t data_zext[BYTES + BYTES];
genvar o, d, b;
generate
    for (o = 0; o < BS[BN - 1]; o++) begin
        assign odata[o] = data_r[o];
    end
    for (d = 0; d < BYTES; d++) begin
        assign data_zext[d] = data_r[d];
    end
    for (d = BYTES; d < BYTES + BYTES; d++) begin
        assign data_zext[d] = '0;
    end
    for (b = 0; b < OOPT; b++) begin
        assign ovalid[b] = ovalid_r[b];
        always_ff @(posedge clk) begin
            if (rst) begin
                ovalid_r[b] <= 1'b0;
            end else begin
                ovalid_r[b] <= (num_n >= BS[b]);
            end
        end
    end
endgenerate
always_comb begin
    shift = 1'b0;
    bid = 2'b00;
    for (int j = 0; j < OOPT; j++) begin
        if (ovalid[j] && oready[j]) begin
            shift = 1'b1;
            bid = j[0 +: OOPT_W];
        end
    end
end
assign iready = !num_r[BYTES_WIDTH - 1];
always_comb begin
    if (shift) begin
        if (ivalid && iready) begin
            num_n = num_r + IBYTES - BS[bid];
        end else begin
            num_n = num_r - BS[bid];
        end
    end else begin
        if (ivalid && iready) begin
            num_n = num_r + IBYTES;
        end else begin
            num_n = num_r;
        end
    end
end
genvar i;
generate
    for (i = 0; i < BYTES; i++) begin
        always_comb begin
            if (ivalid && ((num_r == 0 && !i[BYTES_WIDTH - 1]) ||
                           (i[BYTES_WIDTH - 1] && !num_r[BYTES_WIDTH - 1]))) begin
                data_n[i] = idata[i[BYTES_WIDTH - 2 : 0]];
            end else if (shift) begin
                data_n[i] = data_zext[i + BS[0]];
                for (int l = 0; l < OOPT; l++) begin
                    if (bid == l[0 +: OOPT_W]) begin
                        data_n[i] = data_zext[i + BS[l[0 +: OOPT_W]]];
                    end
                end
            end else begin
                data_n[i] = data_r[i];
            end
        end
    end
endgenerate
always_ff @(posedge clk) begin
    if (rst) begin
        num_r <= 0;
    end else begin
        num_r <= num_n;
    end
end
genvar k;
generate
    for (k = 0; k < BYTES; k++) begin
        always_ff @(posedge clk) begin
            data_r[k] <= data_n[k];
        end
    end
endgenerate
endmodule
[/design/flow/run.sh]
#!/bin/bash
# OpenROAD 26Q1-2900-gdf79404cd8, Yosys 0.63+post, stock flow scripts
make -C /OpenROAD-flow-scripts/flow DESIGN_CONFIG=/design/flow/config.mk WORK_HOME=/design/flow/orfs finish
[/design/flow/config.mk]
export PLATFORM = sky130hd
export DESIGN_NAME = streambuffer
export DESIGN_NICKNAME = streambuffer
export VERILOG_FILES = /design/flow/design.v
export SDC_FILE = /design/flow/constraint.sdc
export NUM_CORES = 4
export LEC_CHECK = 1
export CORE_AREA = 10 10 828 828
export DIE_AREA = 0 0 838 838
export SYNTH_HDL_FRONTEND = slang
[/design/flow/constraint.sdc]
current_design streambuffer

set clk_period 1352.9
set clk_io_pct 0.2

create_clock -name clk0 -period $clk_period [get_ports {clk}]

set non_clock_inputs [all_inputs -no_clocks]
set_input_delay [expr $clk_period * $clk_io_pct] -clock clk0 $non_clock_inputs
set_output_delay [expr $clk_period * $clk_io_pct] -clock clk0 [all_outputs]
==> impl_metrics.json <==
{
  "ys.flop_type": "sky130_fd_sc_hd__edfxtp_1",
  "number_of_enable_flip_flop_cells": 2048,
  "grt_setup_unrepaired": "no",
  "layout_setup_ws_ns": 1076.81,
  "ctsHoldBuffers": 0,
  "yosysCellCount": 14420,
  "tightestPinTransition_ns": 1.512,
  "row_count": 300,
  "htree_levels": 5,
  "netlist_area_sq_um": 125500,
  "synth_top_cell_by_area": "sky130_fd_sc_hd__edfxtp_1",
  "cp.buffers_inverters": 9,
  "synthesis.area_per_instance_sq_um": 8.702,
  "grt_pass1_wl_mm": 1850,
  "regToRegSetupSlack_ns": 1346.52,
  "layout-area-overhead-vs-synth_pct": 32.37,
  "grt_antenna_before_repair": 462,
  "first_global_vias": 137600,
  "fill_cells": 71740,
  "synth.top_cell.area_share_pct": 49.02,
  "post_synth_main_area_contributors": "sky130_fd_sc_hd__edfxtp_1 49%, sky130_fd_sc_hd__nand2_1 11%, sky130_fd_sc_hd__nor2_1 7.1%",
  "cellPowerDensity_nw_per_um2": 3.341,
  "die_area_sq_um": 702200,
  "port_buffers": 1547,
  "route.final.wire_length_mm": 1521,
  "cts_tree": "yes",
  "post-route-drc-count": 0,
  "slew_headroom_pct": -0.7679,
  "finalWorstPathRequiredPeriod_ns": 276.09,
  "ant_nets": 0,
  "place_hpwl_mm": 1245,
  "tool_warnings": 41,
  "initial_standard_cell_utilization_of_the_core_pct": 18.80,
  "report.final.slew_viol_count": 6,
  "wl_per_cell_microns": 59.66,
  "maxcap_violations": 0,
  "crit_arrival_ns": 276.73,
  "critical_path_peak_fanout": 78,
  "failed_checks": "slew limit",
  "largest_net_degree_at_the_start_of_global_routing": 107,
  "finalPower_uw": 554.9,
  "yosys-stat-area_sq_um": 125500,
  "cts_inserted_buffers": 311,
  "worst_voltage_drop_across_the_vdd_grid_mv": 0.001247,
  "yosys_register_bits": 2059,
  "worst_skew_pair.late_latency_ns": 1.06,
  "setup_viol": 0,
  "final-hold-violation-count": 0,
  "drt_first_pass_iters": 13,
  "layout.cell_area.non_filler_sq_um": 166100,
  "clock_tree.root_cell": "sky130_fd_sc_hd__clkbuf_16",
  "synthDistinctLibCells": 48,
  "fin_crit_sh_pct": 20.41,
  "whs_ns": 0.5403,
  "grt_util_all_layers_pct": 43.21,
  "die_height_microns": 838,
  "cts-resized-gates": 0,
  "clock_slew_at_the_register_clock_pins_of_the_worst_setup_and_hold_paths_ns": 0.06,
  "ys.warnings.count": 0,
  "floorplan.core_area_sq_um": 667400,
  "netlist_instances": 14420,
  "critPathRequiredTime_ns": 1353.54,
  "number_of_top_level_pins": 1548,
  "critical-path-slowest-cell": "sky130_fd_sc_hd__buf_4",
  "timing_worst_setup_path_type": "primary input to flop",
  "vias": 146500,
  "timing.critical_path.max_delay_family": "buffers and inverters",
  "fin_skew_ns": 0.06926,
  "overflow_left_after_global_routing": 0,
  "cpMostUsedCell": "sky130_fd_sc_hd__buf_4",
  "slowest_stage_delay_cp_ns": 0.68,
  "kind_of_start_point_of_the_critical_path": "primary input",
  "clock_sinks": 2059,
  "dieWidth_microns": 838,
  "post-cts-setup-buffer-count": 0,
  "cts_buffer_depth": 4,
  "sequential_share_of_the_synthesized_area_pct": 49.19,
  "placed_area_sq_um": 155400,
  "place_congestion": 1.081,
  "vias_per_std_cell": 5.748,
  "critical_path.cell_chain": "clkdlybuf4s50_1, a222oi_1, buf_12, and2_0, nand2_4, buf_4, buf_4, buf_4, buf_4, buf_4, buf_4, buf_4",
  "worst_setup_path_end_kind": "flop",
  "preCtsSetupSlack_ns": 1075.85,
  "synthArstFlopShare_pct": 0,
  "layout-drive-gt1-share_pct": 10.23,
  "final.setup.tns_ns": 0,
  "hold_path_class": "flop to flop",
  "drt_iter0_markers": 20400,
  "p_leak_uw": 0.05884,
  "timing.fmax_mhz": 3.622,
  "result_of_the_run": "finished, violations left"
}
==> where the power goes <==
part / switching [uW] / internal, uW / total, uW
clock network: 37.9 / 47.1 / 85.1
logic: 183 / 80.6 / 264
registers: 82.5 / 123 / 206
total: 304 / 251 / 555
==> area by class of cell <==
| type | instances | area [sq um] | share of cell area, % |
|---|---|---|---|
| diodes | 364 | 910.9 | 0.5485 |
| clock buffers | 387 | 8302 | 4.999 |
| clock inverters | 172 | 1483 | 0.8928 |
| inverters | 6 | 40.04 | 0.02411 |
| multi-input cells | 10870 | 57920 | 34.88 |
| flip-flops and latches | 2059 | 61720 | 37.16 |
| well taps | 8909 | 11150 | 6.712 |
| repair buffers | 2733 | 24550 | 14.78 |
==> sequential cells by signal, summed over array words and instances, names as in the netlist <==
signal / count
ovalid_r: 4
data_r: 2048
num_r: 7
==> worst reg2reg max path, cell delays in order (launching register included) <==
cell	delay [ns]
sky130_fd_sc_hd__dfxtp_1	0.44
sky130_fd_sc_hd__a222oi_1	0.21
sky130_fd_sc_hd__buf_12	0.30
sky130_fd_sc_hd__and2_0	0.36
sky130_fd_sc_hd__nand2_4	0.55
sky130_fd_sc_hd__buf_4	0.69
sky130_fd_sc_hd__buf_4	0.63
sky130_fd_sc_hd__buf_4	0.51
sky130_fd_sc_hd__buf_4	0.58
sky130_fd_sc_hd__buf_4	0.66
sky130_fd_sc_hd__buf_4	0.53
sky130_fd_sc_hd__buf_4	0.50
==> metrics by stage <==
step / utilization (%) / cells
after floorplan: - / 14420
after global placement: 23.28 / 24570
after detailed placement: 23.28 / 24570
after CTS: 24.75 / 25130
after global routing: 24.80 / 25270
final: 24.88 / 25500
==> synthesized netlist by cell type, drive strengths merged (2+ instances only) <==
library cell / n
and2: 37
a211oi: 3
mux2i: 65
nand2: 3621
inv: 6
edfxtp: 2048
or4: 2
a22o: 296
a222oi: 666
nand3: 2
a31oi: 961
o22a: 77
o22ai: 115
a311oi: 205
ha: 4
dfxtp: 11
a221oi: 89
a311o: 551
o21ai: 227
xor2: 3
o31ai: 115
nor4: 2
nor2: 2366
buf: 342
a21oi: 1325
and3: 118
clkbuf: 1145
==> layout by cell type, fill, tap and decap left out, drive strengths merged, types with 4 or more instances in the layout <==
cell type	n
a21oi	1325
a221oi	89
a222oi	666
a22o	296
a311o	551
a311oi	205
a31oi	961
and2	37
and3	118
buf	1202
bufinv	19
clkbuf	387
clkdlybuf4s50	1531
clkinv	143
dfxtp	11
diode	364
edfxtp	2048
ha	4
inv	14
mux2i	65
nand2	3621
nor2	2366
o21ai	227
o22a	77
o22ai	115
o31ai	115
==> logic make-up after synthesis <==
| kind of cell | after synthesis | synth area share, % |
|---|---|---|
| xor+xnor | 4 | 0.02793 |
| fa+ha+maj | 5 | 0.05585 |
| simple gates | 6151 | 18.73 |
| buf+inv | 1493 | 4.771 |
| mux | 65 | 0.5186 |
| flops | 2059 | 49.19 |
| compound gates | 4641 | 26.70 |
==> worst paths after layout <==
path               startpoint  cells past startpoint             end
hold reg to reg      num_r[4]                      2        num_r[4]
setup reg to reg  ovalid_r[2]                     11  data_r[2][187]
setup / recovery    oready[1]                     12  data_r[2][187]
hold / removal       num_r[4]                      2        num_r[4]
==> per-layer routing <==
metal	wire length, microns	vias up	global-route usage (%)
li1	-	57960	-
met3	235300	2213	28.19
met5	4144	-	3.888
met2	578400	9831	54.44
met4	149400	216	33.49
met1	553700	76320	51.07
Power figures rest on the tool's default switching activity, not on a simulated workload.
